==> design/flow/design.v <==
`timescale 1ns/1ps
interface axi_lite_if #(
    parameter AW = 32,
    parameter DW = 32
)(
    input logic ACLK,
    input logic ARESETn
);
    logic [AW-1:0] AWADDR;
    logic          AWVALID;
    logic          AWREADY;
    logic [DW-1:0]   WDATA;
    logic [DW/8-1:0] WSTRB;
    logic            WVALID;
    logic            WREADY;
    logic [1:0] BRESP;
    logic       BVALID;
    logic       BREADY;
    logic [AW-1:0] ARADDR;
    logic          ARVALID;
    logic          ARREADY;
    logic [DW-1:0] RDATA;
    logic [1:0]    RRESP;
    logic          RVALID;
    logic          RREADY;
    modport master (
        input  ACLK, ARESETn,
        output AWADDR, AWVALID, input AWREADY,
        output WDATA, WSTRB, WVALID, input WREADY,
        input  BRESP, BVALID, output BREADY,
        output ARADDR, ARVALID, input ARREADY,
        input  RDATA, RRESP, RVALID, output RREADY
    );
    modport slave (
        input  ACLK, ARESETn,
        input  AWADDR, AWVALID, output AWREADY,
        input  WDATA, WSTRB, WVALID, output WREADY,
        output BRESP, BVALID, input BREADY,
        input  ARADDR, ARVALID, output ARREADY,
        output RDATA, RRESP, RVALID, input RREADY
    );
endinterface
`timescale 1ns/1ps
module uart #(
    parameter AW = 32,
    parameter DW = 32,
    parameter CLK_FREQ = 50_000_000,
    parameter BAUD_RATE = 115200
)(
    input  logic clk,
    input  logic rst,
    axi_lite_if.slave s_axi,
    output logic uart_tx,
    input  logic uart_rx,
    output logic irq
);
    localparam ADDR_TX_DATA   = 3'h0;
    localparam ADDR_RX_DATA   = 3'h1;
    localparam ADDR_STATUS    = 3'h2;
    localparam ADDR_CONTROL   = 3'h3;
    localparam ADDR_BAUD_DIV  = 3'h4;
    logic [7:0]  tx_data_reg;
    logic [7:0]  rx_data_reg;
    logic [3:0]  status_reg;
    logic [3:0]  control_reg;
    logic [15:0] baud_div_reg;
    logic tx_start, tx_busy, tx_done;
    logic rx_ready, rx_valid;
    logic [7:0] rx_data;
    localparam DEFAULT_DIV = CLK_FREQ / BAUD_RATE;
    typedef enum logic [1:0] {W_IDLE, W_ADDR, W_DATA, W_RESP} write_state_t;
    write_state_t wstate;
    logic [AW-1:0] waddr;
    always_ff @(posedge clk) begin
        if (rst) begin
            wstate <= W_IDLE;
            waddr <= '0;
            tx_data_reg <= '0;
            control_reg <= 4'b0011;   
            baud_div_reg <= DEFAULT_DIV[15:0];
            tx_start <= 1'b0;
            s_axi.AWREADY <= 1'b0;
            s_axi.WREADY <= 1'b0;
            s_axi.BVALID <= 1'b0;
            s_axi.BRESP <= 2'b00;
        end else begin
            tx_start <= 1'b0;   
            case (wstate)
                W_IDLE: begin
                    s_axi.AWREADY <= 1'b1;
                    if (s_axi.AWVALID) begin
                        waddr <= s_axi.AWADDR;
                        s_axi.AWREADY <= 1'b0;
                        wstate <= W_DATA;
                    end
                end
                W_DATA: begin
                    s_axi.WREADY <= 1'b1;
                    if (s_axi.WVALID) begin
                        case (waddr[4:2])
                            ADDR_TX_DATA: begin
                                if (!tx_busy && control_reg[0]) begin
                                    tx_data_reg <= s_axi.WDATA[7:0];
                                    tx_start <= 1'b1;
                                end
                            end
                            ADDR_CONTROL: control_reg <= s_axi.WDATA[3:0];
                            ADDR_BAUD_DIV: baud_div_reg <= s_axi.WDATA[15:0];
                        endcase
                        s_axi.WREADY <= 1'b0;
                        s_axi.BVALID <= 1'b1;
                        s_axi.BRESP <= 2'b00;
                        wstate <= W_RESP;
                    end
                end
                W_RESP: begin
                    if (s_axi.BREADY) begin
                        s_axi.BVALID <= 1'b0;
                        wstate <= W_IDLE;
                    end
                end
                default: wstate <= W_IDLE;
            endcase
        end
    end
    typedef enum logic [1:0] {R_IDLE, R_ADDR, R_DATA} read_state_t;
    read_state_t rstate;
    logic [AW-1:0] raddr;
    always_ff @(posedge clk) begin
        if (rst) begin
            rstate <= R_IDLE;
            raddr <= '0;
            s_axi.ARREADY <= 1'b0;
            s_axi.RVALID <= 1'b0;
            s_axi.RDATA <= '0;
            s_axi.RRESP <= 2'b00;
        end else begin
            case (rstate)
                R_IDLE: begin
                    s_axi.ARREADY <= 1'b1;
                    if (s_axi.ARVALID) begin
                        raddr <= s_axi.ARADDR;
                        s_axi.ARREADY <= 1'b0;
                        rstate <= R_DATA;
                    end
                end
                R_DATA: begin
                    case (raddr[4:2])
                        ADDR_TX_DATA: s_axi.RDATA <= {24'h0, tx_data_reg};
                        ADDR_RX_DATA: s_axi.RDATA <= {24'h0, rx_data_reg};
                        ADDR_STATUS: s_axi.RDATA <= {28'h0, status_reg};
                        ADDR_CONTROL: s_axi.RDATA <= {28'h0, control_reg};
                        ADDR_BAUD_DIV: s_axi.RDATA <= {16'h0, baud_div_reg};
                        default: s_axi.RDATA <= 32'h0;
                    endcase
                    s_axi.RRESP <= 2'b00;
                    s_axi.RVALID <= 1'b1;
                    if (s_axi.RREADY) begin
                        s_axi.RVALID <= 1'b0;
                        if (raddr[4:2] == ADDR_RX_DATA) begin
                            rx_data_reg <= '0;
                        end
                        rstate <= R_IDLE;
                    end
                end
                default: rstate <= R_IDLE;
            endcase
        end
    end
    uart_tx u_uart_tx (
        .clk(clk),
        .rst(rst),
        .tx_data(tx_data_reg),
        .tx_start(tx_start),
        .baud_div(baud_div_reg),
        .tx(uart_tx),
        .tx_busy(tx_busy),
        .tx_done(tx_done)
    );
    uart_rx u_uart_rx (
        .clk(clk),
        .rst(rst),
        .rx(uart_rx),
        .baud_div(baud_div_reg),
        .rx_data(rx_data),
        .rx_valid(rx_valid)
    );
    always_ff @(posedge clk) begin
        if (rst) begin
            rx_data_reg <= '0;
            rx_ready <= 1'b0;
        end else if (rx_valid && control_reg[1]) begin
            rx_data_reg <= rx_data;
            rx_ready <= 1'b1;
        end else if (rstate == R_DATA && raddr[4:2] == ADDR_RX_DATA && s_axi.RREADY) begin
            rx_ready <= 1'b0;
        end
    end
    assign status_reg = {
        rx_ready,      
        tx_busy,       
        rx_ready,      
        tx_busy        
    };
    assign irq = (control_reg[2] && tx_done) || (control_reg[3] && rx_valid);
endmodule
module uart_tx (
    input  logic        clk,
    input  logic        rst,
    input  logic [7:0]  tx_data,
    input  logic        tx_start,
    input  logic [15:0] baud_div,
    output logic        tx,
    output logic        tx_busy,
    output logic        tx_done
);
    typedef enum logic [1:0] {IDLE, START, DATA, STOP} state_t;
    state_t state;
    logic [15:0] baud_counter;
    logic [2:0]  bit_counter;
    logic [7:0]  shift_reg;
    always_ff @(posedge clk) begin
        if (rst) begin
            state <= IDLE;
            tx <= 1'b1;
            tx_busy <= 1'b0;
            tx_done <= 1'b0;
            baud_counter <= '0;
            bit_counter <= '0;
            shift_reg <= '0;
        end else begin
            tx_done <= 1'b0;
            case (state)
                IDLE: begin
                    tx <= 1'b1;
                    tx_busy <= 1'b0;
                    if (tx_start) begin
                        shift_reg <= tx_data;
                        baud_counter <= baud_div - 1;
                        tx_busy <= 1'b1;
                        state <= START;
                    end
                end
                START: begin
                    tx <= 1'b0;   
                    if (baud_counter == 0) begin
                        baud_counter <= baud_div - 1;
                        bit_counter <= 3'd0;
                        state <= DATA;
                    end else begin
                        baud_counter <= baud_counter - 1;
                    end
                end
                DATA: begin
                    tx <= shift_reg[0];
                    if (baud_counter == 0) begin
                        baud_counter <= baud_div - 1;
                        shift_reg <= {1'b0, shift_reg[7:1]};
                        if (bit_counter == 3'd7) begin
                            state <= STOP;
                        end else begin
                            bit_counter <= bit_counter + 1;
                        end
                    end else begin
                        baud_counter <= baud_counter - 1;
                    end
                end
                STOP: begin
                    tx <= 1'b1;   
                    if (baud_counter == 0) begin
                        tx_done <= 1'b1;
                        state <= IDLE;
                    end else begin
                        baud_counter <= baud_counter - 1;
                    end
                end
            endcase
        end
    end
endmodule
module uart_rx (
    input  logic        clk,
    input  logic        rst,
    input  logic        rx,
    input  logic [15:0] baud_div,
    output logic [7:0]  rx_data,
    output logic        rx_valid
);
    typedef enum logic [1:0] {IDLE, START, DATA, STOP} state_t;
    state_t state;
    logic [15:0] baud_counter;
    logic [2:0]  bit_counter;
    logic [7:0]  shift_reg;
    logic        rx_sync, rx_sync2;
    always_ff @(posedge clk) begin
        if (rst) begin
            rx_sync <= 1'b1;
            rx_sync2 <= 1'b1;
        end else begin
            rx_sync <= rx;
            rx_sync2 <= rx_sync;
        end
    end
    always_ff @(posedge clk) begin
        if (rst) begin
            state <= IDLE;
            rx_valid <= 1'b0;
            rx_data <= '0;
            baud_counter <= '0;
            bit_counter <= '0;
            shift_reg <= '0;
        end else begin
            rx_valid <= 1'b0;
            case (state)
                IDLE: begin
                    if (!rx_sync2) begin   
                        baud_counter <= baud_div / 2 - 1;   
                        state <= START;
                    end
                end
                START: begin
                    if (baud_counter == 0) begin
                        if (!rx_sync2) begin   
                            baud_counter <= baud_div - 1;
                            bit_counter <= 3'd0;
                            state <= DATA;
                        end else begin
                            state <= IDLE;   
                        end
                    end else begin
                        baud_counter <= baud_counter - 1;
                    end
                end
                DATA: begin
                    if (baud_counter == 0) begin
                        baud_counter <= baud_div - 1;
                        shift_reg <= {rx_sync2, shift_reg[7:1]};
                        if (bit_counter == 3'd7) begin
                            state <= STOP;
                        end else begin
                            bit_counter <= bit_counter + 1;
                        end
                    end else begin
                        baud_counter <= baud_counter - 1;
                    end
                end
                STOP: begin
                    if (baud_counter == 0) begin
                        if (rx_sync2) begin   
                            rx_data <= shift_reg;
                            rx_valid <= 1'b1;
                        end
                        state <= IDLE;
                    end else begin
                        baud_counter <= baud_counter - 1;
                    end
                end
            endcase
        end
    end
endmodule
==> design/flow/run.sh <==
#!/bin/bash
# OpenROAD 26Q1-2900-gdf79404cd8, Yosys 0.63+post, stock flow scripts
make -C /OpenROAD-flow-scripts/flow DESIGN_CONFIG=/design/flow/config.mk WORK_HOME=/design/flow/orfs finish
==> design/flow/config.mk <==
export PLATFORM = sky130hd
export DESIGN_NAME = uart
export DESIGN_NICKNAME = uart
export VERILOG_FILES = /design/flow/design.v
export SDC_FILE = /design/flow/constraint.sdc
export NUM_CORES = 4
export LEC_CHECK = 1
export CORE_UTILIZATION = 40
==> design/flow/constraint.sdc <==
current_design uart

set clk_period 8.8
set clk_io_pct 0.2

create_clock -name clk0 -period $clk_period [get_ports {clk}]

set non_clock_inputs [all_inputs -no_clocks]
set_input_delay [expr $clk_period * $clk_io_pct] -clock clk0 $non_clock_inputs
set_output_delay [expr $clk_period * $clk_io_pct] -clock clk0 [all_outputs]
==> Changelog: implementation <==
## Flow update

* # hold bufs at CTS at 0
* Largest net degree at the start of global routing at 16
* GRT overflow at 0
* Clock Latency Late Sink at 0.31 ns
* Clock sink count at 24
* First-pass GRT wire length at 4264 um
* Worst r2r src: u_uart_tx.baud_counter[0]$_SDFFE_PP0P_
* Seq share, synth at 0.3810
* Initial Utilization at 0.4165
* Most numerous logic cell after layout: dfxtp_1
* Reg-to-Reg End: u_uart_tx.baud_counter[14]$_SDFFE_PP0P_
* Area leader share at 0.3810
* Multiplexer share at 0
* Number of DRC markers in iteration 0 at 87
* Clk pin slew, worst setup/hold paths at around 0.14 ns
* Flop-to-flop setup slack at 6.31 ns
* Status: finished clean
* Slew of the pin with the lowest slew margin at 0.6166 ns
* Crit Path Max Fanout at 15
* Share of layout cells above drive strength 1 at 0.1096
* H-tree levels at 1
* # rows at 20
* Yosys aoi share at 0.2222
* PortBufs at 2
* CP endpoint: u_uart_tx.baud_counter[14]$_SDFFE_PP0P_
* Synth area leader: dfxtp_1
* Vias at 1100
* Type of the tightest min-delay check: flip-flop to flip-flop
* Fmax at approximately 340 MHz
* Ys flop type: dfxtp_1
* Initial antenna violation count at 0
* CP Capture Type: flip-flop
* Biggest area cells: dfxtp_1, a21oi_1, or3_1
* Post-CTS Resized at 0
* Crit share post-route at 0.3318
* XOR/XNOR Area Share at 0
* Crit start category: input port
* Die Y at just under 60 um
* Most numerous logic cells after layout: dfxtp_1, a21oi_1, or3_1, o21ai_0, nand4_1
* Final Util at 0.4525
* Ys flops at 24
* Area Growth Syn to Fin at 8.631%
* CTS tree: yes
* Number of max-cap violations at 0
* Detail-routed via count per cell at 5.789
* Placed Cells at 186
* WP data required at 9.00 ns
* Crit path from: rst
* Post-CTS Setup Inserts at 0
* Die area at about 3400 sq um
* GRT Overall Usage at 0.1631
* Final Slew Violations at 0
* Slew margin rel. at 0.5855
* Tool warning count at 26
* DRT Wirelength at 2518 um
* Synthesis area per yosys at 1261 sq um
* Design Area, Final at 1370 sq um
* Non-filler instance count after layout at 190
* Vias in the first global route at 929
* Netlist Area Pre-Place at between 1000 and 1500 sq um
* Hold WS at 0.4899 ns
* Reg2Reg Depth at 7
* CTS Root Cell: clkbuf_4
* Syn Inst Count at 146
* Deepest clock path buffer count at 2
* RSZ-0062 raised after global routing: false
* WS Path Type: input port to flip-flop
* Placeable Area at a little over 3000 sq um
* Worst endpoint data arrival time at roughly 3.1 ns
* Comb area leader: simple AND/OR/NAND/NOR gates
* Peak supply drop at 0.00006476 V
* Period minus WS final at 2.920 ns
* Distinct cells, synth at 37
* Power density over cell area at 139.6 nW/um^2
* Routability congestion estimate at 0.8918
* Yosys adder share at 0.02976
* Final setup viols at 0
* Number of synthesized flops with an enable pin at 0
* Ys cells at around 150
* Chip width at 58.15 um
* Avg Inst Size Synth at ~8.6 sq um
* Yosys warning tally at 97
* N_diodes at 0
* Worst Skew at between 0.01 and 0.015 ns
* Post-route ant nets at 0
* Setup TNS at 0 ns
* Placed Instance Area at 1318 sq um
* Simple Share, Synth at 0.3194
* Cts bufs inserted at 3
* TritonRoute pass-1 iters at 4
* Synth async-reset ratio at 0
* Post-DP HPWL at 1822 um
* Endpoints failing hold at 0
* Static Leak at ~0.00049 uW
* # IOs at 5
* Drt wl/cell at 13.25 um
* DRC viols at 0
-- cells by family (layout without fill, tap and decap cells) --
| kind of cell | after synthesis | count (layout) |
|---|---|---|
| AND/OR/NAND/NOR | 59 | 59 |
| AND-OR/OR-AND | 45 | 45 |
| flip-flops | 24 | 24 |
| buffers and inverters | 14 | 14 |
| adder cells (fa/ha/maj) | 3 | 3 |
| other | 1 | 1 |
-- report_power, final --
group	leakage (uW)	switching (uW)	internal [uW]
Clock	0.0000279	33.1	46.0
Sequential	0.000193	0.00000000000115	109
Combinational	0.000270	2.14	1.29
Total	0.000492	35.2	156
-- metal layers --
| layer | part of all wire | GRT usage | wire length [um] |
|---|---|---|---|
| met3 | 0.025 | 0.01357 | 64 |
| met2 | 0.45 | 0.2512 | 1143 |
| met1 | 0.51 | 0.2641 | 1294 |
| met4 | 0.0064 | 0.02041 | 16 |
| met5 | 0 | 0 | 0 |
-- through the flow --
stage	worst slack [ns]	total power, uW
detailed placement	5.536	114.5
global placement	5.552	114.5
CTS	5.890	194.4
finish	5.880	191.2
global route	5.787	199.3
floorplan	6.435	113.2
-- flip-flops by register name, indices dropped and copies added, names as in the netlist --
signal / flops
u_uart_tx.baud_counter: 16
u_uart_tx.bit_counter: 3
u_uart_tx.tx: 1
u_uart_tx.state: 4
-- layout make-up --
class / count / area [sq um]
fill: 298 / 1658
inverter: 6 / 22.52
timing repair buffer: 4 / 35.03
multi-input combinational: 108 / 724.4
clock buffer: 3 / 22.52
clock inverter: 1 / 30.03
tap: 44 / 55.05
sequential: 24 / 480.5
-- cells in the mapped netlist (2+ instances only) --
cell,instances
a21oi_1,21
dfxtp_1,24
o21ai_0,8
nand2_1,6
nand4_1,7
nor4_1,2
clkbuf_1,7
nor2_1,5
inv_1,6
nand3_1,4
and3_1,2
nor4_2,2
and4_1,3
or4_1,6
nand2b_1,2
o31ai_1,6
a21o_1,2
nor3_1,4
or3_1,8
or4b_4,2
ha_1,3
-- critical path, stage by stage --
cell and delay, ns:
clkdlybuf4s50_1 0.80, inv_1 0.16, o41ai_2 0.11, buf_4 0.23, a21oi_1 0.05
-- worst min-delay path by stage --
stage	from	endpoint	slack [ns]	cells after the start
CTS	u_uart_tx.bit_counter[2]$_SDFFE_PP0P_	u_uart_tx.bit_counter[2]$_SDFFE_PP0P_	0.49	2
global route	u_uart_tx.bit_counter[2]$_SDFFE_PP0P_	u_uart_tx.bit_counter[2]$_SDFFE_PP0P_	0.51	2
finish	u_uart_tx.bit_counter[2]$_SDFFE_PP0P_	u_uart_tx.bit_counter[2]$_SDFFE_PP0P_	0.49	2
No activity file was given, so power comes from the tool's default toggle rates.
